--- design/flow/config.mk ---
export PLATFORM = sky130hd
export DESIGN_NAME = BlockChecker
export DESIGN_NICKNAME = BlockChecker
export VERILOG_FILES = /design/flow/design.v
export SDC_FILE = /design/flow/constraint.sdc
export NUM_CORES = 4
export LEC_CHECK = 1
export CORE_UTILIZATION = 30
--- design/flow/constraint.sdc ---
current_design BlockChecker

set clk_period 8.7
set clk_io_pct 0.2

create_clock -name clk0 -period $clk_period [get_ports {clk}]

set non_clock_inputs [all_inputs -no_clocks]
set_input_delay [expr $clk_period * $clk_io_pct] -clock clk0 $non_clock_inputs
set_output_delay [expr $clk_period * $clk_io_pct] -clock clk0 [all_outputs]
--- design/flow/design.v ---
`timescale 1ns / 1ps
module BlockChecker(
    input clk,
    input reset,
    input [7:0] in,
    output result
    );
    reg [255:0] bfr;
    reg [31:0] cnt;
	 reg valid;
    initial begin
        cnt = {32{1'b0}};
        bfr = " ";
		  valid = 1'b1;
    end
    always @(posedge clk or posedge reset) begin
        if(reset) begin
            cnt <= {32{1'b0}};
            bfr <= " ";
				valid = 1'b1;
        end
        else begin
            bfr = (bfr<<8);
            if(in>="A"&&in<="Z")
				bfr[7:0] = in + 8'h20;
            else 
                bfr[7:0] = in;
            if(bfr[47:0] == " begin")
                cnt <= cnt + 1'b1;
            else if(bfr[55:8] == " begin" && bfr[7:0] != " ")
                cnt <= cnt - 1'b1;
            else if(bfr[31:0] == " end")
                cnt <= cnt - 1'b1;
            else if(bfr[39:8] == " end" && bfr[7:0] != " ")
                cnt <= cnt + 1'b1;
				else if(bfr[39:8] == " end" && bfr[7:0] == " " && cnt[31] == 1'b1)
					 valid = 1'b0;
            else 
                cnt <= cnt;
        end
    end
    assign result = ((cnt == 1'b0)&&(valid==1'b1))?1'b1:1'b0;
endmodule
--- design/flow/run.sh ---
#!/bin/bash
# OpenROAD 26Q1-2900-gdf79404cd8, Yosys 0.63+post, stock flow scripts
make -C /OpenROAD-flow-scripts/flow DESIGN_CONFIG=/design/flow/config.mk WORK_HOME=/design/flow/orfs finish
==> impl_metrics.env <==
# yosys + openroad results
export IMPL_cp_end_kind="output pin"
export IMPL_leakagePower_uw=0.00149
export IMPL_cts_root_buf="clkbuf_16"
export IMPL_vdd_ir_drop_worst_uv=112
export IMPL_hold_viol_final=0
export IMPL_drc=0
export IMPL_worst_endpoint_required_ns=6.96
export IMPL_r2r_slack_ns=6.03
export IMPL_timing_setup_tns_ns=0
export IMPL_fin_crit_sh_pct=53.3
export IMPL_ys_cells=317
export IMPL_rsz0062_at_grt="no"
export IMPL_syn_to_final_growth_pct=14.6
export IMPL_max_freq_mhz=216
export IMPL_chipWidth_um=115
export IMPL_place_area_um2=4070
export IMPL_synthCells=317
export IMPL_wl_mm=7.52
export IMPL_insertion_delay_ns=0.34
export IMPL_postSynthSeqShare_pct=53.2
export IMPL_cts_resized_gates=0
export IMPL_slew_headroom_pct=42.6
export IMPL_antenna_cells=0
export IMPL_routed_via_density=5.09
export IMPL_drive_gt1_share_pct=14.1
export IMPL_grt_pass1_vias=2478
export IMPL_ys_ff=81
export IMPL_hold_class="flip-flop to flip-flop"
export IMPL_p_per_area_nw_per_um2=184
export IMPL_clock_sinks=81
export IMPL_cts_hold_buf=0
export IMPL_start_kind="flip-flop"
export IMPL_tool_warnings=27
export IMPL_grt_max_degree=48
export IMPL_crit_type="flip-flop to output pin"
export IMPL_critical_path_peak_fanout=7
export IMPL_worst_r2r_path_depth=6
export IMPL_grt_antenna_before_repair=0
export IMPL_fin_area_um2=4370
export IMPL_crit_start="cnt[4]"
export IMPL_flop_area_um2=2030
export IMPL_yosysWarnings=1
export IMPL_drtPass1Iterations=4
export IMPL_drv_slew=0
export IMPL_cts_htree_levels=3
export IMPL_crit_end="result"
export IMPL_synth_async_reset_ratio_pct=100
export IMPL_grt_overflow_total=0
export IMPL_die_area_um2=13200
export IMPL_r2r_start="bfr[28]"
export IMPL_ioPinCount=11
export IMPL_core_um2=12200
export IMPL_combGateArea_um2=1680
export IMPL_cts_inserted_buffers=9
export IMPL_drv_cap=0
export IMPL_grtUsageTotal_pct=12.6
export IMPL_fill_cells=1207
export IMPL_yosysUniqueCellTypes=61
export IMPL_edf_count=0
export IMPL_ant_nets=0
export IMPL_worstPathArrival_ns=2.89
export IMPL_drt_iter0_drc=98
export IMPL_grt_pass1_wl_mm=12.8
export IMPL_initCoreUtil_pct=31.3
export IMPL_rows=40
export IMPL_status="complete, no violations"
export IMPL_period_needed_ns=4.63
export IMPL_vias=2557
export IMPL_gp_congestion=0.893
export IMPL_post_dp_hpwl_mm=5.10
export IMPL_flop_cell="dfrtp_1"
export IMPL_numPortBuffers=10
export IMPL_fp_dieH_um=115
export IMPL_post_cts_buffers=0
export IMPL_finClkSkew_ns=0.00652
export IMPL_clk_pin_slew_ns=0.06
export IMPL_clk_path_buf_depth=2
export IMPL_cts_tree="done"
export IMPL_tightestPinTransition_ns=0.859
export IMPL_setup_violations=0
export IMPL_syn_area_um2=3820
export IMPL_wl_per_cell_um=15.0
export IMPL_ys_chip_area_um2=3820
export IMPL_timing_rr_end="cnt[31]"
export IMPL_avgSynthCellArea_um2=12.0
==> Yosys cell counts, drive strengths merged (5+ instances only) <==
cell type	number	area [um2]
buf	7	58.8
dfrtp	79	1980
inv	11	41.3
nand2	29	111
nand3	12	60.1
nand4	11	75.1
nand4b	5	58.8
nor2	13	48.8
nor3	7	40.0
nor4	11	120
nor4b	7	82.6
nor4bb	7	70.1
o22ai	9	56.3
o32ai	19	189
xor2	27	236
==> where the power goes <==
part	total [uW]	switching, uW	internal, uW
sequential	400	10.0	390
clock	381	149	232
combinational	25.3	14.9	10.3
==> layer usage <==
layer	share of wire (%)	global-route usage (%)	routed length, um
met3	4.4	2.09	330
met1	51	21.4	3810
met5	0	0	0
met4	2.0	2.16	150
met2	43	17.7	3230
==> logic make-up (layout without fill, tap and decap cells) <==
| kind of cell | after synthesis | after routing | synth area share [%] |
|---|---|---|---|
| adder cells (fa/ha/maj) | 4 | 4 | 1.31 |
| AND-OR/OR-AND | 47 | 47 | 11.3 |
| flip-flops | 81 | 81 | 53.2 |
| AND/OR/NAND/NOR | 133 | 133 | 24.2 |
| XOR/XNOR | 31 | 31 | 7.11 |
| buffers and inverters | 21 | 38 | 2.92 |
==> metrics by stage <==
stage	setup WS, ns	hold WS [ns]	utilization (%)	std cells	total power (uW)
finish	4.07	0.370	35.8	502	806
CTS	4.02	0.372	35.8	502	814
global placement	4.08	0.353	33.3	486	432
detailed placement	4.05	0.357	33.3	486	432
global route	3.81	0.383	35.8	502	838
floorplan	4.88	0.344	-	317	418
==> final cells by class <==
cell class / instances / area share [%]
multi-input cells: 215 / 38.3
inverters: 11 / 0.973
repair buffers: 11 / 2.46
clock buffers: 11 / 5.55
well taps: 168 / 4.81
flip-flops and latches: 81 / 46.4
clock inverters: 5 / 1.46
==> sequential cells by signal, summed over array words and instances, names as in the netlist <==
signal and cells:
cnt 32, bfr 48, valid 1
==> worst min-delay path by stage <==
stage | end | depth (start not counted) | from | slack [ns]
CTS | bfr[20] | 0 | bfr[12] | 0.37
global route | bfr[29] | 0 | bfr[21] | 0.38
finish | bfr[37] | 0 | bfr[29] | 0.37
==> worst max-delay path, stage by stage (launching register included) <==
cell,delay [ns]
dfrtp_1,0.44
or4_4,0.58
nand4b_4,0.26
nor4_4,0.43
nand3_1,0.16
nor3_1,0.20
clkdlybuf4s50_1,0.49
==> cell usage in the layout, fill, tap and decap left out, types with 4 or more instances in the layout <==
master,n
dfrtp_1,79
nand4_1,10
xor2_1,27
nand2_1,28
clkbuf_16,9
nor4_1,7
nor4bb_1,7
o32ai_1,16
nand3_1,12
nand4b_1,4
clkdlybuf4s50_1,10
xnor2_1,4
inv_1,10
ha_1,4
nor2_1,13
or3_1,4
nor4b_1,5
nand2b_1,4
o22ai_1,9
nor3_1,6
Power figures rest on the tool's default switching activity, not on a simulated workload.
