### config.mk
export PLATFORM = sky130hd
export DESIGN_NAME = TC
export DESIGN_NICKNAME = TC
export VERILOG_FILES = /design/flow/design.v
export SDC_FILE = /design/flow/constraint.sdc
export NUM_CORES = 4
export LEC_CHECK = 1
export CORE_UTILIZATION = 50
### constraint.sdc
current_design TC

set clk_period 5.9
set clk_io_pct 0.2

create_clock -name clk0 -period $clk_period [get_ports {clk}]

set non_clock_inputs [all_inputs -no_clocks]
set_input_delay [expr $clk_period * $clk_io_pct] -clock clk0 $non_clock_inputs
set_output_delay [expr $clk_period * $clk_io_pct] -clock clk0 [all_outputs]
### design.v
`timescale 1ns / 1ps
module TC(
    input wire clk,
    input wire reset,
    input wire [31:2] Addr,
    input wire WE,
    input wire [31:0] Din,
    output wire [31:0] Dout,
    output wire IRQ);
	reg [1:0] state;
	reg [31:0] mem [2:0];
	reg _IRQ;
	assign IRQ = mem[0][3] & _IRQ;
	assign Dout = mem[Addr[3:2]];
	wire [31:0] load = Addr[3:2] == 0 ? {28'h0, Din[3:0]} : Din;
	integer i;
	always @(posedge clk) begin
		if(reset) begin
			state <= 0; 
			for(i = 0; i < 3; i = i+1) mem[i] <= 0;
			_IRQ <= 0;
		end
		else if(WE) begin
			mem[Addr[3:2]] <= load;
		end
		else begin
			case(state)
				2'b00 : if(mem[0][0]) begin
					state <= 2'b01;
					_IRQ <= 1'b0;
				end
				2'b01 : begin
					mem[2] <= mem[1];
					state <= 2'b10;
				end
				2'b10  : 
					if(mem[0][0]) begin
						if(mem[2] > 1) mem[2] <= mem[2]-1;
						else begin
							mem[2] <= 0;
							state <= 2'b11;
							_IRQ <= 1'b1;
						end
					end
					else state <= 2'b00;
				default : begin
					if(mem[0][2:1] == 2'b00) mem[0][0] <= 1'b0;
					else _IRQ <= 1'b0;
					state <= 2'b00;
				end
			endcase
		end
	end
endmodule
### run.sh
#!/bin/bash
# OpenROAD 26Q1-2900-gdf79404cd8, Yosys 0.63+post, stock flow scripts
make -C /OpenROAD-flow-scripts/flow DESIGN_CONFIG=/design/flow/config.mk WORK_HOME=/design/flow/orfs finish
==> flow_metrics.tcl <==
# yosys + openroad results
set metrics [dict create \
    yosysUniqueCellTypes 54 \
    place.port_buffers 69 \
    yosys.stat.seqShare_pct 58.0 \
    max-vdd-ir-drop_mv 0.163 \
    power.switching_mw 0.518 \
    topCombFamilyByArea "simple AND/OR/NAND/NOR gates" \
    num_vias 5002 \
    clk_latency_ns 0.42 \
    ant_nets 0 \
    ys_area_um2 6800 \
    vias_per_cell 5.98 \
    final.fill_count 1050 \
    synth-seq-cells 133 \
    mostFrequentLayoutCell "edfxtp_1" \
    die-height_um 119 \
    io_pins 98 \
    crit_chain "buf_2 > buf_4 > mux4_2 > clkdlybuf4s50_1" \
    final_cell_mix "128 x edfxtp_1, 81 x nor2_1, 67 x clkdlybuf4s50_1" \
    tns_ns 0 \
    ctsResizeCount 0 \
    ff_type "edfxtp_1" \
    end_kind "primary output" \
    drt_iter0_markers 399 \
    place_congestion 0.882 \
    worst_pin_slew_ns 0.797 \
    hold_path_class "reg -> reg" \
    antennaDiodeCount 0 \
    crit_required_ns 4.72 \
    warnings 55 \
    internal_power_mw 1.80 \
    seq_power_share_pct 48.7 \
    ys_sh_aoi_pct 6.02 \
    cts_buffers 17 \
    wire_per_inst_um 21.7 \
    adder_share_pct 0.368 \
    cp_max_fo 20 \
    grt_overflow 0 \
    critical_path_class "in -> out" \
    synth-async-reset-ratio_pct 0 \
    status "completed" \
    fmax_ghz 0.225 \
    cts_root_buffer "clkbuf_16" \
    highest-signal-layer "met4" \
    grt_pass1_wl_um 28100 \
    drive_gt1_share_pct 14.1 \
    maxCapViolations 0 \
    cts_sinks 133 \
    swShare_pct 22.4 \
    simple_gate_share_pct 18.7 \
    clkPwrFrac_pct 39.9 \
    setup_viol 0 \
    synthMuxAreaShare_pct 10.8 \
    hold_violations 0 \
    dr_wl_met3_um 1940 \
    chipArea_um2 14100 \
    die_w_um 119 \
    cts_tree "yes" \
    drt_wl_total_um 18100 \
    route.detailed.drc 0 \
    edf_count 128 \
    crit_slowest_cell "mux4_2" \
    cts.clk_slew.worst_paths_ns 0.05 \
    critPathLaunchType "primary input" \
    grt_usage_pct 29.4 \
    cts_setup_buffers 0 \
    clock_skew_ns 0.00595 \
    cts_hold_buf 0 \
    fin_util_pct 62.9 \
    core_um2 13200 \
    r2r_slack_ns 3.04 \
    dr_wl_met2_um 8510 \
    ys_cells 552 \
    arrival_ns 3.27 \
    htreeDepth 4 \
    powerDensity_nw_per_um2 278 \
    fin_crit_ns 4.45 \
    first_global_vias 5095 \
    fp-utilization_pct 51.3 \
    combPwrFrac_pct 11.3 \
    xor_share_pct 3.48 \
    relSlewSlack_pct 46.9 \
    drv_slew 0 \
    synthCells 552 \
    grt_max_degree 34 \
    first_pass_iters 5 \
    cp_slowest_stage_delay_ns 0.60 \
    placementRows 42 \
    hold-worst-slack_ns 0.447 \
    antenna_found_initial 0 \
    syn_area_um2 6800 \
    clockBufferDepth 2 \
    finalCritPeriodShare_pct 75.3 \
    yosys_warnings 1 \
    area_growth_pct 22.6 \
    syn_avg_cell_area_um2 12.3 \
    drt-met1-wl_um 7230 \
    leakagePower_nw 3.08 \
    rsz0062_at_grt "false" \
    dp_hpwl_um 11000 \
]
metrics by stage:
stage	area (um2)	worst slack (ns)	std cells	power, mW
2_1_floorplan	6900	1.09	579	1.28
3_3_place_gp	7830	1.43	806	1.40
3_5_place_dp	7830	1.43	806	1.41
4_1_cts	8330	1.41	836	2.32
5_1_grt	8330	1.31	836	2.39
6_report	8330	1.45	836	2.31
worst paths after layout:
check             from         end  cells past startpoint
min           state[3]    state[3]                      2
max            Addr[2]    Dout[26]                      4
max reg2reg  mem[2][5]  mem[2][22]                      6
min reg2reg   state[3]    state[3]                      2
cell families (layout without fill, tap and decap cells):
family / after synthesis / count (layout)
buffers and inverters: 45 / 126
AOI/OAI and AO/OA: 58 / 58
muxes: 33 / 33
and+or+nand+nor: 253 / 253
DFF: 133 / 133
adders and majority gates: 2 / 2
xor gates and xnor gates: 27 / 27
other: 1 / 28
power by group through the flow:
stage,clock network (mW),registers (mW),logic (mW)
6_report,0.924,1.13,0.263
5_1_grt,0.973,1.13,0.286
4_1_cts,0.933,1.13,0.264
metal layers:
| layer | vias to the layer above | GRT usage (%) |
|---|---|---|
| li1 | 2271 | - |
| met1 | 2425 | 44.5 |
| met2 | 269 | 43.7 |
| met3 | 37 | 13.2 |
| met4 | 0 | 5.62 |
| met5 | - | 0 |
flip-flops by register name, summed over array words and instances, names as in the netlist:
| register | flops |
|---|---|
| _IRQ | 1 |
| mem | 128 |
| state | 4 |
synth_stat cells (all sizes together), types with 12 or more instances:
cell / instances / share of area (%)
nor2: 82 / 4.6
and3: 12 / 1.1
xor2: 19 / 2.4
edfxtp: 128 / 57
a21oi: 20 / 1.5
nand3: 30 / 2.2
nor3: 24 / 1.8
clkbuf: 31 / 1.7
mux4: 32 / 11
nor4: 18 / 2.2
nand2: 43 / 2.4
and2: 14 / 1.3
critical path, delay by kind of cell:
| kind | cells | cell delay (ns) |
|---|---|---|
| buf+inv | 3 | 1.48 |
| mux | 1 | 0.60 |
cell type report:
| type | count | area [um2] | share of cell area, % |
|---|---|---|---|
| well taps | 176 | 220 | 2.64 |
| multi-input cells | 401 | 2810 | 33.7 |
| repair buffers | 88 | 823 | 9.88 |
| inverters | 8 | 30.0 | 0.360 |
| clock buffers | 22 | 444 | 5.33 |
| flip-flops and latches | 133 | 3940 | 47.3 |
| clock inverters | 8 | 61.3 | 0.736 |
Power figures rest on the tool's default switching activity, not on a simulated workload.
